`./config.mk`:
```
export PLATFORM = sky130hd
export DESIGN_NAME = mux_16bit
export DESIGN_NICKNAME = mux_16bit
export VERILOG_FILES = /design/flow/design.v
export SDC_FILE = /design/flow/constraint.sdc
export NUM_CORES = 4
export LEC_CHECK = 1
export CORE_AREA = 10 10 79 79
export DIE_AREA = 0 0 89 89
```
`./run.sh`:
```
#!/bin/bash
# OpenROAD 26Q1-2900-gdf79404cd8, Yosys 0.63+post, stock flow scripts
make -C /OpenROAD-flow-scripts/flow DESIGN_CONFIG=/design/flow/config.mk WORK_HOME=/design/flow/orfs finish
```
`./design.v`:
```
`timescale 1ns/1ps
module mux_16bit(select, out, in0, in1, in2, in3, in4, in5, in6, in7);
	input[2:0] select;
	input[16-1:0] in0, in1, in2, in3, in4, in5, in6, in7;
	output[16-1:0] out;
	reg [16-1:0] out_buf;
	always @(*) begin
		case(select)
			0 : out_buf = in0;
			1 : out_buf = in1;
			2 : out_buf = in2;
			3 : out_buf = in3;
			4 : out_buf = in4;
			5 : out_buf = in5;
			6 : out_buf = in6;
			7 : out_buf = in7;
		endcase
	end
	assign out = out_buf;
endmodule
```
`./constraint.sdc`:
```
current_design mux_16bit

set clk_period 3.4
set clk_io_pct 0.2

create_clock -name clk0 -period $clk_period

set non_clock_inputs [all_inputs -no_clocks]
set_input_delay [expr $clk_period * $clk_io_pct] -clock clk0 $non_clock_inputs
set_output_delay [expr $clk_period * $clk_io_pct] -clock clk0 [all_outputs]
```
==> metrics.csv <==
stage;metric;value;unit
run_status;status;complete, no violations;
pwr;cell-internal power;227;µW
run;tool warnings;33;
finish;sequential cell area;0;µm²
setup_path;CP Launch Type;primary input;
timing;setup TNS;0;ns
synthesis;synthesis warning total;1;
detailed_routing;via density per instance;4.80;
global_route;first-pass GRT wire length;9.67;mm
finish;num sequential;0;
setup_path;worst-path cell with the longest stage delay;clkdlybuf4s50_1;
setup_path;Crit Path Category;in2out;
synthesis;Unique cell types;27;
global_route;pin count of the biggest net entering global routing;21;
placement;Placer Congestion;0.882;
setup_path;crit path capture type;output pin;
placement;input/output buffers;147;
floorplan;I/O pins;147;
floorplan;core area;4660;µm²
synthesis;Synth Cell Area;1110;µm²
synthesis;Area leader share;0.155;
pwr;cell area power density;122;nW/µm²
synthesis;# Cells Yosys;177;
detailed_routing;Initial DRT Pass Iterations;4;
min_path;HP Class;in2out;
timing;final setup vio count;0;
detailed_routing;routed len/inst;17.7;µm
synthesis;Synth Area in XOR/XNOR;0;
clock_network;Setup Buffers After CTS;0;
global_route;total grt overflow;0;
synthesis;area share of fa/ha/maj cells after synthesis;0;
timing;Final Max Tran Viols;0;
synthesis;and+or+nand+nor area frac;0.329;
synthesis;cell taking the most area after synthesis;a22oi_1;
pwr;Clock power frac;0;
timing;final hold vios;0;
synthesis;mux frac, synth;0.145;
floorplan;die area;7920;µm²
synthesis;top cells, area;a22oi_1 (15%), mux2i_1 (13%), nand2b_1 (8.4%), a31oi_1 (6.7%), nor2_1 (6.7%);
synthesis;Synth Seq Share;0;
run;max-cap violation count;0;
synthesis;Top logic family;AND-OR/OR-AND gates;
global_route;vias in the first global route;1793;
synthesis;aoi share;0.395;
pwr;Gate power share;1.000;
synthesis;most common cell in the netlist;a22oi_1;
detailed_routing;routed wire length;6.61;mm
pwr;Seq pwr share;0;
pwr;Sw Share;0.292;
setup_path;CP Buf/Inv Count;4;
detailed_routing;via count;1794;
global_route;antenna violations before repair;0;
setup_path;Req. time, crit path;2.72;ns
synthesis;Synth top cells by count;a22oi_1 (23), nor2_1 (20), mux2i_1 (15), nand2_1 (15), nand2b_1 (15);
clock_network;post-CTS sizing;0;
timing;relative slew slack;0.712;
synthesis;yosys synthesis chip area;1110;µm²
detailed_routing;Residual DRC;0;
setup_path;Top delay family on crit path;buffers and inverters;
detailed_routing;DRT antenna net count;0;
synthesis;Syn Inst Count;177;
global_route;GRT Total Usage;0.154;
timing;Fin Hold WS;2.27;ns
clock_network;count of hold buffers inserted by post-cts repair;0;
timing;Final min period;3.26;ns
finish;share of post-route cells with drive strength above 1;0.0625;
setup_path;max incr delay on CP;0.50;ns
placement;Final HPWL DP;5.83;mm
detailed_routing;Antenna Cells;0;
pwr;P_leak;0.00101;µW
setup_path;crit-path cells;clkdlybuf4s50_1, buf_4, nor2b_4, and2_1, buf_4, a22oi_1, a31oi_1, clkdlybuf4s50_1;
finish;Area Overhead vs Synth;136;%
setup_path;Critical Path AT;2.58;ns
pwr;VDD IR-drop max;55.7;µV
detailed_routing;Iter 0 DRT Violations;49;
pwr;switching power total;93.7;µW
timing;final period utilization;0.959;
floorplan;Die W;89;µm
timing;worst-margin pin slew;0.431;ns
timing;unrepaired setup endpoints after global routing;no;
floorplan;FP Rows;25;
finish;# clk buffers;0;
finish;# fillers;469;
floorplan;Pre-Place Util;0.239;
setup_path;crit path max fanout;15;
synthesis;Mapped Avg Cell Area;6.30;µm²
floorplan;Die Y;89;µm
timing;Fmax achieved;0.307;GHz
cells by family (layout without fill, tap and decap cells):
group,count (synthesis),after routing
simple gates,72,72
compound gates,68,68
buf+inv,21,164
mux,16,16
cell usage in the layout (no fill, tap or decap), drive strengths merged, types with 4 or more instances in the layout:
cell and count:
nand2 15, nand2b 15, a21oi 12, a31oi 12, buf 15, clkdlybuf4s50 146
a22oi 23, nor2 21, a22o 4, nand3 11, o21ai 13, nor2b 4
mux2i 15
power by group through the flow:
stage,Sequential [µW],Combinational [µW],Clock (µW)
after global routing,0,348,0
after CTS,0,325,0
final,0,320,0
layout make-up:
class	instances	area, µm²	area share
Inverter	3	11.3	0.00428
Multi-Input combinational cell	156	968	0.368
Tap cell	54	67.6	0.0257
Timing Repair Buffer	161	1580	0.602
routing by layer:
layer / part of all wire / vias up / wire, µm / global-route usage
met4: 0 / 0 / 0 / 0
met5: 0 / - / 0 / 0
met2: 0.49 / 78 / 3270 / 0.271
met3: 0.11 / 0 / 736 / 0.0514
met1: 0.39 / 770 / 2600 / 0.189
li1: - / 946 / - / -
worst paths after layout:
path                  cells after the start       from       to
worst min-delay path                      4  select[1]  out[11]
worst max-delay path                      8  select[0]   out[6]
stage by stage:
| step | setup WS, ns | total power (µW) | std cells | util | cell area [µm²] |
|---|---|---|---|---|---|
| floorplan | 1.21 | 103 | 177 | - | 1110 |
| global placement | 0.178 | 324 | 374 | 0.565 | 2630 |
| detailed placement | 0.145 | 324 | 374 | 0.565 | 2630 |
| CTS | 0.135 | 325 | 374 | 0.565 | 2630 |
| global route | 0.0117 | 348 | 374 | 0.565 | 2630 |
| finish | 0.140 | 320 | 374 | 0.565 | 2630 |
Power and IR drop assume default switching activity.
