===== flow/run.sh =====
#!/bin/bash
# OpenROAD 26Q1-2900-gdf79404cd8, Yosys 0.63+post, stock flow scripts
make -C /OpenROAD-flow-scripts/flow DESIGN_CONFIG=/design/flow/config.mk WORK_HOME=/design/flow/orfs finish

===== flow/constraint.sdc =====
current_design mux2

set clk_period 1.0
set clk_io_pct 0.2

create_clock -name clk0 -period $clk_period

set non_clock_inputs [all_inputs -no_clocks]
set_input_delay [expr $clk_period * $clk_io_pct] -clock clk0 $non_clock_inputs
set_output_delay [expr $clk_period * $clk_io_pct] -clock clk0 [all_outputs]

===== flow/design.v =====
module mux2(select, out, in0, in1);
	input select;
	input[16-1:0] in0, in1;
	output[16-1:0] out;
	reg [16-1:0] out_buf;
	always @(*) begin
		case(select)
			0 : out_buf = in0;
			1 : out_buf = in1;
		endcase
	end
	assign out = out_buf;
endmodule

===== flow/config.mk =====
export PLATFORM = sky130hd
export DESIGN_NAME = mux2
export DESIGN_NICKNAME = mux2
export VERILOG_FILES = /design/flow/design.v
export SDC_FILE = /design/flow/constraint.sdc
export NUM_CORES = 4
export LEC_CHECK = 1
export CORE_AREA = 10 10 70 70
export DIE_AREA = 0 0 80 80

==> run notes <==
fresh numbers from the pnr run: Setup Viol. Count Final=16, Peak Freq=approximately 950 MHz, dominant logic cell type in the layout=dlygate4sd2_1, PD cells=between 300 and 400 nW/um2, # fillers=about 370, critical path arrival=about 0.86 ns, DRC viols=0, Slew @ Worst Pin=roughly 0.071 ns, port bufs=slightly below 50, Synth area leaders=mux2_4 (60%), mux2_2 (27%), buf_12 (8.0%), post-synth top area share=0.603, Yosys cell types=4, 1st-iter DRT viols=2, CORE AREA=between 3000 and 4000 um2, Area Growth Syn to Fin=219%, Hold Path Class=input pin to primary output, Seq share, synth=0, Tot GR Track Use=0.0420, fin. max-slew vios=0, WS Path Type=input pin to primary output, Period Utilization, post-route=1.06, setup slack after layout=-0.0564 ns, num ports=about 49, drt pass-1 iters=2, RSZ-0062 raised after global routing=true, average routed wire per standard cell=approximately 12 um, Storage cell area=0 um2, total of warnings raised by yosys=1, setup bufs post-CTS=0, Mapped Area=roughly 250 um2, Slew headroom=0.953, number of sequential cells=0, max-cap violations=0, total power=about 300 uW, most frequent cells in the layout=dlygate4sd2_1 (32), mux2_4 (16), buf_6 (11), ANT cells=0, HPWL after detailed placement=about 1200 um, vias in the first global route=430, Final Wtd Congestion=0.815, crit-path max FO=8, row count=21, global-route wire length before repair=roughly 2200 um, Core Util at FP=0.0729, Setup crit start kind=input pin, largest net degree at the start of global routing=9, chip height=approximately 80 um, total congestion overflow=0, Synth Area per Inst=roughly 14 um2, hold path depth=3, final WL=~1400 um, tool warnings=34, crit path DRT=around 0.80 ns, die area=approximately 6400 um2, vias per cell=3.18, final hold vios=0, via count=about 360, Syn Inst Count=18, die width=around 80 um, Final Cell Area=about 790 um2, Chip Area, Yosys=249 um2, Worst IR Drop VDD=0.151 mV, area leader, netlist=mux2_4, Antenna Nets Post-Route=0, crit end category=primary output, leakage power=~0.00042 uW, min Tclk post-route=roughly 1.1 ns, outcome=complete, but fails checks, clkbuf count=0, initial antenna violation count=0, yosys stat cell total=18, layout cells sized above 1=0.522, post-placement cell area=between 700 and 800 um2, failing checks=setup timing
==> cells in the mapped netlist <==
master,count
mux2_4,10
buf_12,1
mux2_2,6
buf_6,1
==> power breakdown <==
part / internal (uW) / switching, uW
combinational: 234 / 67.4
clock: 0 / 0
sequential: 0 / 0
total: 234 / 67.4
==> cells by family after synthesis <==
kind of cell,synth area share
buffers and inverters,0.126
multiplexers,0.874
==> metrics by stage <==
stage / hold WS [ns] / cells / util / setup TNS [ns] / setup slack [ns]
final: 0.794 / 113 / 0.233 / -0.817 / -0.0564
after global routing: 0.812 / 113 / 0.233 / -1.08 / -0.0712
after CTS: 0.801 / 113 / 0.223 / -0.874 / -0.0602
after detailed placement: 1.44 / 112 / 0.230 / -13.23 / -0.853
after global placement: 1.44 / 112 / 0.230 / -13.02 / -0.846
after floorplan: 0.498 / 18 / - / 0 / 0.0725
==> routing by layer <==
metal | part of all wire | track usage | vias to the layer above
li1 | - | - | 167
met1 | 0.53 | 0.0639 | 143
met2 | 0.24 | 0.0449 | 49
met3 | 0.23 | 0.0330 | 0
met4 | 0 | 0 | 0
met5 | 0 | 0 | -
==> cell type report <==
| type | instances | area, um2 | share of cell area |
|---|---|---|---|
| Multi-Input combinational cell | 16 | 240 | 0.302 |
| Tap cell | 46 | 57.6 | 0.0724 |
| Timing Repair Buffer | 51 | 497 | 0.625 |
==> critical path: stages <==
cell	delay, ns
buf_12	0.11
buf_12	0.14
mux2_4	0.30
buf_6	0.11
==> repair_timing <==
item | 4_1_cts | 5_1_grt
resized | 102 | 5
cloned | 1 | 0
hold buffers | 0 | 0
setup endpoints to repair | 16 | 16
==> final timing paths <==
check | from | endpoint | slack [ns]
setup / recovery | select | out[14] | -0.06
hold / removal | in0[5] | out[5] | 0.79
Power figures rest on the tool's default switching activity, not on a simulated workload.
