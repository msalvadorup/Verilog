==> flow/design.v <==
`timescale 1ns/1ps
module mux_11bit(select, out, in0, in1, in2, in3, in4, in5, in6, in7);
	input[2:0] select;
	input[10:0] in0, in1, in2, in3, in4, in5, in6, in7;
	output[10:0] out;
	reg [10:0] out_buf;
	always @(*) begin
		case(select)
			0 : out_buf = in0;
			1 : out_buf = in1;
			2 : out_buf = in2;
			3 : out_buf = in3;
			4 : out_buf = in4;
			5 : out_buf = in5;
			6 : out_buf = in6;
			7 : out_buf = in7;
		endcase
	end
	assign out = out_buf;
endmodule
==> flow/run.sh <==
#!/bin/bash
# OpenROAD 26Q1-2900-gdf79404cd8, Yosys 0.63+post, stock flow scripts
make -C /OpenROAD-flow-scripts/flow DESIGN_CONFIG=/design/flow/config.mk WORK_HOME=/design/flow/orfs finish
==> flow/config.mk <==
export PLATFORM = sky130hd
export DESIGN_NAME = mux_11bit
export DESIGN_NICKNAME = mux_11bit
export VERILOG_FILES = /design/flow/design.v
export SDC_FILE = /design/flow/constraint.sdc
export NUM_CORES = 4
export LEC_CHECK = 1
export CORE_AREA = 10 10 70 70
export DIE_AREA = 0 0 80 80
==> flow/constraint.sdc <==
current_design mux_11bit

set clk_period 2.6
set clk_io_pct 0.2

create_clock -name clk0 -period $clk_period

set non_clock_inputs [all_inputs -no_clocks]
set_input_delay [expr $clk_period * $clk_io_pct] -clock clk0 $non_clock_inputs
set_output_delay [expr $clk_period * $clk_io_pct] -clock clk0 [all_outputs]
==> metrics.csv <==
stage,metric,value,unit
run_status,status,finished clean,
placed_design,port bufs,102,
detailed_routing,Starting DRT DRC Count,9,
worst_setup_path,crit-path cells,"clkdlybuf4s50_1, mux2i_1, a211oi_1, o22a_1, clkdlybuf4s50_1",
placed_design,Cells after DPL,242,
layout,layout overhead on the synthesized area,144.2,%
layout,sequential cells,0,
worst_setup_path,critical path's largest stage delay,470,ps
timing,Max Clock Freq,0.3996,GHz
placed_design,HPWL after detailed placement,3737,um
layout,# clk buffers,0,
die,die area,0.006400,sq mm
timing,Slew headroom,81.26,%
die,std cell rows,21,
worst_setup_path,"Max FO, Critical Path",1,
die,Top Ports,102,
worst_setup_path,Crit-path slowest cell,clkdlybuf4s50_1,
detailed_routing,diodes inserted,0,
timing,Fin Hold WS,1726,ps
layout,Top cells excl fill/tap,"clkdlybuf4s50_1, mux2i_1, o22ai_1, nor3b_1, o22a_1",
detailed_routing,DRC viols,0,
worst_setup_path,WS Path Type,primary input to output pin,
timing,worst slew pin tran,279.5,ps
timing,fin. max-slew vios,0,
worst_setup_path,Critical path buffers and inverters,2,
detailed_routing,Wirelength per Cell,17.34,um
layout,Register Area,0,sq um
placed_design,gpl congestion,0.8787,
timing,RSZ-0062 raised after global routing,no,
power_and_ir_drop,Leak,0.0007501,uW
timing,fin crit share,96.24,%
global_route,GRT overflow,0,
yosys,synthesized area,769.5,sq um
die,Die Height,80,um
yosys,Synth Seq Share,0,%
global_route,initial antenna violation count,0,
layout,Final Core Density,55.02,%
yosys,ys cells,96,
global_route,largest net degree at the start of global routing,23,
power_and_ir_drop,Max VDD drop,0.08705,mV
timing,Tmin final,2502,ps
worst_setup_path,Worst path most repeated cell,clkdlybuf4s50_1,
global_route,GRT Resource Usage Total,12.68,%
worst_setup_path,critical path's top delay family,buffers and inverters,
layout,Fillers,331,
yosys,Ys Warns,1,
layout,Non-Filler Instances,242,
hold_path,Worst Hold Class,primary input to output pin,
yosys,Cell Type Count,17,
timing,Final Hold Viols,0,
detailed_routing,DR pass1 iterations,4,
yosys,chip area in the Yosys report,769.5,sq um
worst_setup_path,CP startpoint kind,primary input,
run,Max-Cap Viols,0,
die,core area,0.003416,sq mm
global_route,first-pass GRT wire length,6603,um
placed_design,Area after DPL,0.001861,sq mm
detailed_routing,Vias,1101,
layout,layout cell share with drive strength beyond 1,7.653,%
layout,fin area,0.001879,sq mm
die,die width,80,um
clock_tree,postcts setup bufs,0,
worst_setup_path,arrival time worst endpoint,1980,ps
yosys,cell count after synthesis,96,
worst_setup_path,Crit. End Element,output pin,
layout,Top cell excl fill/tap,clkdlybuf4s50_1,
timing,final setup fails,0,
detailed_routing,antenna-violating nets left,0,
power_and_ir_drop,Power Dens Cells,160.9,mW/mm^2
detailed_routing,number of vias per cell,4.550,
detailed_routing,Detailed Route WL,4197,um
die,Starting Density,22.53,%
yosys,Mean Syn Cell Area,8.016,sq um
run,tool warning count,32,
global_route,number of global-route vias before repair,1170,
worst_setup_path,crit path DRT,2080,ps
==> final cells by class <==
type	count	area, sq um	area share, %
timing repair buffer	112	1117	59.45
multi-input combinational	83	700.7	37.28
tap	46	57.56	3.063
inverter	1	3.754	0.1997
==> path summary, 6_finish.rpt <==
check              start  endpoint  slack (ps)  cells after the start
hold / removal    in0[5]    out[5]        1730                      3
setup / recovery  in6[6]    out[6]         100                      5
==> metal layers <==
metal	part of all wire [%]	track usage, %
met2	43	19.58
met3	8.7	3.409
met4	0	0
met1	48	18.13
met5	0	0
==> worst min-delay path: stages <==
cell             delay (ps)
clkdlybuf4s50_1         460
o32a_1                  120
dlymetal6s2s_1          110
==> cell usage after synthesis (all sizes together) <==
cell	n	area share (%)
a211oi	11	11
a21oi	1	0.65
a22o	1	1.1
buf	10	9.8
clkbuf	2	0.98
inv	1	0.49
mux2i	32	42
nand2	2	0.98
nand2b	2	1.6
nor2	3	1.5
nor3b	10	9.8
o22a	10	11
o22ai	10	8.1
o32a	1	1.3
==> cell families (layout without fill, tap and decap cells) <==
family / count (synthesis) / after routing / synth area share, %
AOI/OAI and AO/OA: 34 / 34 / 33.33
buffers and inverters: 13 / 113 / 11.22
muxes: 32 / 32 / 41.63
and+or+nand+nor: 17 / 17 / 13.82
==> repair_timing <==
action / 4_1_cts / 5_1_grt
resized: 3 / 5
setup endpoints to repair: 11 / 4
hold buffers: 0 / 0
cloned: 0 / 0
pin swaps: 3 / 1
==> metrics by stage <==
| stage | setup WS, ps | TNS, ps | total power (uW) |
|---|---|---|---|
| finish | 97.80 | 0 | 302.3 |
| global route | 5.551 | 0 | 328.1 |
| floorplan | 829.1 | 0 | 101.6 |
| CTS | 23.31 | 0 | 303.8 |
| detailed placement | -221.4 | -2266 | 302.7 |
| global placement | -166.4 | -1534 | 302.8 |
==> power by group <==
group / switching [uW] / internal [uW] / total, uW
Combinational: 86.0 / 216 / 302
Sequential: 0 / 0 / 0
Clock: 0 / 0 / 0
Power figures rest on the tool's default switching activity, not on a simulated workload.
