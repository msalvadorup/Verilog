### design/flow/run.sh
#!/bin/bash
# OpenROAD 26Q1-2900-gdf79404cd8, Yosys 0.63+post, stock flow scripts
make -C /OpenROAD-flow-scripts/flow DESIGN_CONFIG=/design/flow/config.mk WORK_HOME=/design/flow/orfs finish
### design/flow/config.mk
export PLATFORM = sky130hd
export DESIGN_NAME = amIDestination
export DESIGN_NICKNAME = amIDestination
export VERILOG_FILES = /design/flow/design.v
export SDC_FILE = /design/flow/constraint.sdc
export NUM_CORES = 4
export LEC_CHECK = 1
export CORE_AREA = 10 10 70 70
export DIE_AREA = 0 0 80 80
### design/flow/constraint.sdc
current_design amIDestination

set clk_period 2.4
set clk_io_pct 0.2

create_clock -name clk0 -period $clk_period [get_ports {clock}]

set non_clock_inputs [all_inputs -no_clocks]
set_input_delay [expr $clk_period * $clk_io_pct] -clock clk0 $non_clock_inputs
set_output_delay [expr $clk_period * $clk_io_pct] -clock clk0 [all_outputs]
### design/flow/design.v
`timescale 1ns/1ps
module amIDestination(clock, nrst, en, start, MY_NODE_ID, destinationID, iamDestination, done);
	input clock, nrst, en, start;
	input [16-1:0] MY_NODE_ID, destinationID;
	output iamDestination, done;
	reg iamDestination_buf, done_buf;
	reg [2:0] state;
	always @ (posedge clock) begin
		if (!nrst) begin
			iamDestination_buf = 0;
			done_buf = 0;
			state = 3;
		end
		else begin
			case (state)
				0: begin
					if (start)
						state = 1;
					else state = 0;
				end
				1: begin
					if (MY_NODE_ID == destinationID)
						iamDestination_buf = 1;
					else iamDestination_buf = 0;
					state = 2;
				end
				2: begin
					done_buf = 1;
					state = 3;
				end
				3: begin
					if (en) begin
						iamDestination_buf = 0;
						done_buf = 0;
						state = 0;
					end
					else state = 3;
				end
				default: state = 3;
			endcase
		end
	end
	assign iamDestination = iamDestination_buf;
	assign done = done_buf;
endmodule
==> flow_summary.json <==
{
  "worstPathCellList": "clkdlybuf4s50_1",
  "cts_hold_buf": 0,
  "cts_made_buffers": 3,
  "cp_slowest_cell": "clkdlybuf4s50_1",
  "port_buffers": 37,
  "clkPwrFrac_pct": 31.7,
  "internal_power_uw": 228,
  "cp_num_buf_inv": 1,
  "drv_cap": 0,
  "ant_nets": 0,
  "critPathMaxFanout": 2,
  "layout-drive-gt1-share_pct": 7.41,
  "num_vias": 432,
  "reg2reg_depth": 4,
  "netlist_area_um2": 395,
  "floorplanUtilization_pct": 11.6,
  "drc": 0,
  "cp-startpoint": "iamDestination_buf$_SDFFE_PN0P_",
  "setup_ws_ns": 0.874,
  "area_growth_pct": 114,
  "skew_ns": 0.00892,
  "grt_pass1_wl_um": 2120,
  "reg2reg_slack_ns": 1.39,
  "tritoncts": "built",
  "layoutNonFillerInstCount": 127,
  "finalCritPeriodShare_pct": 63.6,
  "wire_per_inst_um": 10.3,
  "overflow": 0,
  "switchingPower_uw": 66.0,
  "hpwl_um": 1220,
  "yosys_area_um2": 395,
  "path_class": "register to output port",
  "fmax_ghz": 0.655,
  "pwr-share-comb_pct": 32.4,
  "netlist_instances": 41,
  "hold_ws_ns": 0.426,
  "ys_seq_share_pct": 30.4,
  "crit_family": "buffers and inverters",
  "utilization_pct": 24.8,
  "leakagePower_uw": 0.000300,
  "cp.depth": 1,
  "rows": 21,
  "grt_max_degree": 8,
  "die_h_um": 80,
  "warnings": 25,
  "fillCellCount": 375,
  "via_per_inst": 3.40,
  "clk_pin_slew_worst_paths_ns": 0.05,
  "crit_path_max_incr_delay_ns": 0.47,
  "core_area_um2": 3420,
  "status": "complete, no violations",
  "die_w_um": 80,
  "first_pass_iters": 2,
  "die_area_um2": 6400,
  "power.density_nw_per_um2": 347,
  "cp-end-kind": "output port",
  "clockRootBuffer": "clkbuf_4",
  "hold_path_class": "register to register",
  "worst_ep_arrival_time_ns": 1.05,
  "tns_ns": 0,
  "swShare_pct": 22.5,
  "required_ns": 1.92,
  "maxSlewViolCount": 0,
  "num_antenna_cells": 0,
  "ys_cells": 41,
  "grt_pass1_vias": 510,
  "seq_power_share_pct": 35.9,
  "antenna_found_initial": 0,
  "cts_sinks": 6,
  "cts_htree_levels": 1,
  "avgSynthCellArea_um2": 9.64,
  "cts_buffer_depth": 2,
  "grt_use_total_pct": 4.06,
  "drt-total-wl_um": 1310,
  "worst_slew_pin_slew_ns": 0.215,
  "place_ws_ns": 0.697,
  "ctsResizeCount": 0,
  "worstSkewPairLatency_ns": 0.25,
  "finalSetupViolations": 0,
  "drt-initial-drc-count": 3,
  "rsz0062_at_grt": "false",
  "worstReg2RegEnd": "iamDestination_buf$_SDFFE_PN0P_",
  "ir_worst_vdd_mv": 0.122,
  "crit_path_start_kind": "register",
  "cts_setup_buffers": 0,
  "hold_viol_final": 0,
  "reg2reg_from": "state[0]$_DFF_P_",
  "dp_cells": 124,
  "synth.distinct_cells": 16,
  "layout_min_cycle_time_ns": 1.53,
  "ys_warn_count": 1,
  "slew_headroom_pct": 85.5,
  "endpoint": "iamDestination",
  "ios": 38,
  "ys.flops": 6,
  "gp_congestion": 0.642
}
[cell families (layout without fill, tap and decap cells)]
logic type             count (synthesis)  count (layout)  share of synthesized area [%]
flip-flops                             6               6                           30.4
AND-OR/OR-AND                          3               3                           4.43
XOR/XNOR                              16              16                           35.4
buffers and inverters                  0              40                              0
AND/OR/NAND/NOR                       16              16                           29.7
[power groups by stage]
| stage | registers (uW) | clock network (uW) | logic (uW) |
|---|---|---|---|
| 4_1_cts | 105 | 97.3 | 96.7 |
| 5_1_grt | 106 | 103 | 103 |
| 6_report | 105 | 93.3 | 95.1 |
[metrics by stage]
step / total power, uW / area (um2)
6_report: 294 / 846
4_1_cts: 299 / 846
3_3_place_gp: 202 / 823
3_5_place_dp: 203 / 823
2_1_floorplan: 136 / 395
5_1_grt: 312 / 846
[flip-flops by register name, indices dropped and copies added (netlist names)]
register and cells:
done_buf 1, state 4, iamDestination_buf 1
[routing by layer]
metal / wire length (um) / vias up / part of all wire, % / GRT usage, %
met2: 555 / 30 / 42 / 5.86
met5: 0 / - / 0 / 0
met1: 498 / 178 / 38 / 4.47
li1: - / 222 / - / -
met4: 4 / 0 / 0.30 / 0.176
met3: 254 / 2 / 19 / 3.86
[how the worst min path moves through the flow]
stage,endpoint,cells past startpoint,slack [ns],startpoint
CTS,state[0]$_DFF_P_,1,0.43,state[2]$_DFF_P_
global route,state[0]$_DFF_P_,1,0.48,state[2]$_DFF_P_
finish,state[0]$_DFF_P_,1,0.43,state[2]$_DFF_P_
[layout make-up]
cell class	count	area [um2]	area share, %
Clock buffer	3	22.5	2.66
Tap cell	46	57.6	6.80
Sequential cell	6	120	14.2
Multi-Input combinational cell	35	275	32.5
Timing Repair Buffer	37	370	43.8
[cell usage after synthesis]
cell,number,area [um2]
nand2_1,1,3.75
xnor2_1,3,26.3
o21ai_1,1,5.00
nand3_1,1,5.00
a21boi_0,1,7.51
and2_1,1,6.26
nand3b_1,1,7.51
dfxtp_1,6,120
nand4_1,2,12.5
nor2b_1,2,12.5
and3_1,1,6.26
nor3b_1,1,7.51
xor2_1,13,114
nor4_2,3,37.5
nand2b_1,3,18.8
a21oi_1,1,5.00
[cells in the final DEF, fill, tap and decap left out, drive strengths merged]
cell / n
o21ai: 1
clkdlybuf4s50: 37
nand4: 2
nand2: 1
clkbuf: 3
xnor2: 3
nand2b: 3
and3: 1
a21oi: 1
a21boi: 1
nor3b: 1
nor4: 3
and2: 1
nor2b: 2
nand3b: 1
xor2: 13
nand3: 1
dfxtp: 6
Power figures rest on the tool's default switching activity, not on a simulated workload.
